==> design.v <==
module address_decoder(
  input  logic [15:0] addr,
  output logic        cs_ram,  
  output logic        cs_pio,  
  output logic        cs_rom   
);
  assign cs_ram = (addr[15] == 0);
  assign cs_pio = (addr[15:8] == 8'hFE);
  assign cs_rom = (addr[15:8] == 8'hFF);
endmodule
module pio_8bit (
    input  logic         clk,
    input  logic         reset,
    input  logic         chip_select,
    input  logic         write_en,
    input  logic         addr_sel_port,
    input  logic [7:0]   data_in,
    output logic [7:0]   data_out,
    input  logic [7:0]   pins_in,
    output logic [7:0]   pins_out
);
    logic [7:0] ddr_reg;
    logic [7:0] port_reg;
    wire ddr_load_en  = chip_select && write_en && !addr_sel_port;
    wire port_load_en = chip_select && write_en &&  addr_sel_port;
    register_8bit ddr_instance ( .clk(clk), .reset(reset), .load_en(ddr_load_en), .data_in(data_in), .data_out(ddr_reg) );
    register_8bit port_instance( .clk(clk), .reset(reset), .load_en(port_load_en), .data_in(data_in), .data_out(port_reg));
    assign pins_out = port_reg & ddr_reg;
    assign data_out = (chip_select && !write_en) ? (addr_sel_port ? (pins_in & ~ddr_reg) | (port_reg & ddr_reg) : ddr_reg) : 8'hzz;
endmodule
module half_adder(input logic a, input logic b, output logic sum, output logic carry_out);
  assign sum = a ^ b; assign carry_out = a & b;
endmodule
module full_adder(input logic a, input logic b, input logic carry_in, output logic sum, output logic carry_out);
  logic p_sum, p_c1, p_c2;
  half_adder ha1 (.a(a), .b(b), .sum(p_sum), .carry_out(p_c1));
  half_adder ha2 (.a(p_sum), .b(carry_in), .sum(sum), .carry_out(p_c2));
  assign carry_out = p_c1 | p_c2;
endmodule
module alu_adder_8bit(input [7:0] a, input [7:0] b, input subtract, output [7:0] result, output carry_out);
  logic c0, c1, c2, c3, c4, c5, c6; logic [7:0] b_mod = b ^ {8{subtract}};
  full_adder fa0 (.a(a[0]),.b(b_mod[0]),.carry_in(subtract),.sum(result[0]),.carry_out(c0));
  full_adder fa1 (.a(a[1]),.b(b_mod[1]),.carry_in(c0),.sum(result[1]),.carry_out(c1));
  full_adder fa2 (.a(a[2]),.b(b_mod[2]),.carry_in(c1),.sum(result[2]),.carry_out(c2));
  full_adder fa3 (.a(a[3]),.b(b_mod[3]),.carry_in(c2),.sum(result[3]),.carry_out(c3));
  full_adder fa4 (.a(a[4]),.b(b_mod[4]),.carry_in(c3),.sum(result[4]),.carry_out(c4));
  full_adder fa5 (.a(a[5]),.b(b_mod[5]),.carry_in(c4),.sum(result[5]),.carry_out(c5));
  full_adder fa6 (.a(a[6]),.b(b_mod[6]),.carry_in(c5),.sum(result[6]),.carry_out(c6));
  full_adder fa7 (.a(a[7]),.b(b_mod[7]),.carry_in(c6),.sum(result[7]),.carry_out(carry_out));
endmodule
module alu_8bit(input [7:0] a, input [7:0] b, input [2:0] opcode, output [7:0] result, output flag_z, output flag_c);
  logic [7:0] add_res, and_res, or_res, eor_res; logic add_cout;
  alu_adder_8bit add_sub (.a(a),.b(b),.subtract(opcode==3'b001),.result(add_res),.carry_out(add_cout));
  assign and_res = a & b; assign or_res = a | b; assign eor_res = a ^ b;
  always_comb case (opcode)
    3'b000: result = add_res; 3'b001: result = add_res; 3'b010: result = and_res;
    3'b011: result = or_res;  3'b100: result = eor_res; default: result = 8'hXX;
  endcase
  assign flag_z = ~|result; assign flag_c = (opcode < 3'b010) ? add_cout : 1'b0;
endmodule
module register_8bit(input clk, input reset, input load_en, input [7:0] data_in, output logic [7:0] data_out);
  always_ff @(posedge clk or posedge reset) if (reset) data_out <= 8'h00; else if (load_en) data_out <= data_in;
endmodule
module register_16bit(input clk, input reset, input load_en, input [15:0] data_in, output logic [15:0] data_out);
  always_ff @(posedge clk or posedge reset) if (reset) data_out <= 16'h0000; else if (load_en) data_out <= data_in;
endmodule
module instruction_decoder(input [7:0] opcode, output logic [2:0] alu_opcode, output logic sel_a_from_x, output logic sel_b_from_y, output logic reg_a_load, output logic reg_x_load, output logic reg_y_load, output logic reg_a_output_en, output logic pc_inc, output logic pc_load, output logic sp_load);
  always_comb begin
    {alu_opcode,sel_a_from_x,sel_b_from_y,reg_a_load,reg_x_load,reg_y_load,reg_a_output_en,pc_inc,pc_load,sp_load} = 12'b000_0_0_0_0_0_0_1_0_0;
    case (opcode)
      8'hA9: {sel_b_from_y, reg_a_load} = 2'b01;
      8'h01: {reg_a_load} = 1'b1;
      8'h4C: {pc_inc, pc_load} = 2'b01;
      default: ;  
    endcase
  end
endmodule
module vaa8_cpu(input clk, input reset, input [7:0] data_bus_in, output [7:0] data_bus_out, output [15:0] address_bus_out, input [2:0] alu_opcode, input sel_a_from_x, input sel_b_from_y, input reg_a_load, input reg_x_load, input reg_y_load, input reg_a_output_en, input pc_load, input pc_inc, input sp_load, output [7:0] reg_a_out_debug, output [15:0] pc_out_debug);
  logic [7:0] bus_a, bus_b, bus_w, reg_x_out, reg_y_out;
  logic [15:0] sp_out, pc_in; logic flag_z, flag_c;
  register_8bit acc_a (.clk(clk),.reset(reset),.load_en(reg_a_load),.data_in(bus_w),.data_out(reg_a_out_debug));
  register_8bit idx_x (.clk(clk),.reset(reset),.load_en(reg_x_load),.data_in(bus_w),.data_out(reg_x_out));
  register_8bit idx_y (.clk(clk),.reset(reset),.load_en(reg_y_load),.data_in(bus_w),.data_out(reg_y_out));
  register_16bit prog_counter (.clk(clk),.reset(reset),.load_en(pc_load||pc_inc),.data_in(pc_load?{bus_a,bus_b}:pc_out_debug+1),.data_out(pc_out_debug));
  register_16bit stack_pointer(.clk(clk),.reset(reset),.load_en(sp_load),.data_in({reg_a_out_debug,reg_x_out}),.data_out(sp_out));
  assign address_bus_out = pc_out_debug;
  assign bus_a = (sel_a_from_x) ? reg_x_out : reg_a_out_debug;
  assign bus_b = (sel_b_from_y) ? reg_y_out : data_bus_in;
  alu_8bit the_alu (.a(bus_a),.b(bus_b),.opcode(alu_opcode),.result(bus_w),.flag_z(flag_z),.flag_c(flag_c));
  assign data_bus_out = (reg_a_output_en) ? reg_a_out_debug : 8'hzz;
endmodule
module program_rom (input [15:0] addr, output [7:0] data);
  logic [7:0] rom_data[0:255];
  initial begin
    rom_data[0] = 8'hA9;  
    rom_data[1] = 8'h00;  
    rom_data[2] = 8'h01;  
    rom_data[3] = 8'h01;  
    rom_data[4] = 8'h4C;  
    rom_data[5] = 8'h02;  
    rom_data[6] = 8'h00;  
  end
  assign data = rom_data[addr[7:0]];
endmodule
module top(input clk, input reset, output [7:0] accumulator_out, output [15:0] pc_out);
  wire [15:0] address_bus;
  wire [7:0] data_bus, unused_data_out;  
  wire [2:0] alu_opcode;
  wire sel_a_from_x, sel_b_from_y, reg_a_load, reg_x_load, reg_y_load;
  wire reg_a_output_en, pc_inc, pc_load, sp_load;
  reg [7:0] instruction_register;
  always_ff @(posedge clk or posedge reset) if (reset) instruction_register <= 8'h00; else instruction_register <= data_bus;
  program_rom rom (.addr(address_bus), .data(data_bus));
  instruction_decoder decoder (.opcode(instruction_register), .alu_opcode(alu_opcode), .sel_a_from_x(sel_a_from_x), .sel_b_from_y(sel_b_from_y), .reg_a_load(reg_a_load), .reg_x_load(reg_x_load), .reg_y_load(reg_y_load), .reg_a_output_en(reg_a_output_en), .pc_inc(pc_inc), .pc_load(pc_load), .sp_load(sp_load));
  vaa8_cpu cpu (.clk(clk), .reset(reset), .data_bus_in(data_bus), .data_bus_out(unused_data_out), .address_bus_out(address_bus), .alu_opcode(alu_opcode), .sel_a_from_x(sel_a_from_x), .sel_b_from_y(sel_b_from_y), .reg_a_load(reg_a_load), .reg_x_load(reg_x_load), .reg_y_load(reg_y_load), .reg_a_output_en(reg_a_output_en), .pc_load(pc_load), .pc_inc(pc_inc), .sp_load(sp_load), .reg_a_out_debug(accumulator_out), .pc_out_debug(pc_out));
endmodule
==> run.sh <==
#!/bin/bash
# OpenROAD 26Q1-2900-gdf79404cd8, Yosys 0.63+post, stock flow scripts
make -C /OpenROAD-flow-scripts/flow DESIGN_CONFIG=/design/flow/config.mk WORK_HOME=/design/flow/orfs finish
==> config.mk <==
export PLATFORM = sky130hd
export DESIGN_NAME = pio_8bit
export DESIGN_NICKNAME = pio_8bit
export VERILOG_FILES = /design/flow/design.v
export SDC_FILE = /design/flow/constraint.sdc
export NUM_CORES = 4
export LEC_CHECK = 1
export CORE_AREA = 10 10 81 81
export DIE_AREA = 0 0 91 91
==> constraint.sdc <==
current_design pio_8bit

set clk_period 1.6
set clk_io_pct 0.2

create_clock -name clk0 -period $clk_period [get_ports {clk}]

set non_clock_inputs [all_inputs -no_clocks]
set_input_delay [expr $clk_period * $clk_io_pct] -clock clk0 $non_clock_inputs
set_output_delay [expr $clk_period * $clk_io_pct] -clock clk0 [all_outputs]
==> metrics.log <==
[report] implementation figures
[metrics] R2R Setup Slk: 0.77 ns
[metrics] Slew HR: 0.859
[metrics] largest buffer count on any clock path: 2
[metrics] remaining routing DRC violations: 0
[metrics] power density over cell area: approximately 900 mW/mm2
[metrics] post-route cell area: 0.00135 mm2
[metrics] number of buffers and inverters on the critical path: 1
[metrics] end of the worst register-to-register path: ddr_instance.data_out[2]
[metrics] run status: complete, but fails checks
[metrics] Yosys cell types: 10
[metrics] fraction of the cycle the final worst path needs: 1.00
[metrics] HPWL after DPL: 1840 um
[metrics] number of standard-cell rows in the floorplan: 25
[metrics] area inside the core boundary: 0.00482 mm2
[metrics] Placed Cells: roughly 180
[metrics] total die size: 0.00828 mm2
[metrics] setup repair after global routing missed its margin: true
[metrics] detailed-router iteration count before antenna repair: 2
[metrics] top-level I/O count: 37
[metrics] sort of element at the end of the critical path: output pin
[metrics] max-slew violation count: 0
[metrics] layout cells sized above 1: 0.274
[metrics] FF-to-FF path depth: 1
[metrics] CTS H-tree lvls: 1
[metrics] vias per inst: roughly 3.8
[metrics] final hold violation count: 0
[metrics] CP Data Arrival Time: 1.29 ns
[metrics] yosys cell count: 69
[metrics] final non-filler cell total: 180
[metrics] die width: 91 um
[metrics] cts bufs inserted: 3
[metrics] overflow left after global routing: 0
[metrics] highest clock frequency the design can meet: 623 MHz
[metrics] wire length per cell after detailed routing: roughly 13 um
[metrics] Port Buffers: 36
[metrics] Switching Power: 0.294 mW
[metrics] clock network fraction of total power: 0.240
[metrics] CP startpoint kind: register
[metrics] Max-Cap Viols: 0
[metrics] shortest period the worst path allows: 1.61 ns
[metrics] path type of the worst setup path: register to output pin
[metrics] maximum VDD drop: 0.000309 V
[metrics] warning total across the stage logs: 27
[metrics] average size of a mapped cell: roughly 12 um2
[metrics] area of the synthesized netlist per yosys stat: 801 um2
[metrics] worst hold-check path type: input pin to async pin
[metrics] first-pass GRT wire length: 3610 um
[metrics] Vert. Die Dim: 91 um
[metrics] actual slew at the worst max-slew pin: 0.211 ns
[metrics] post-synthesis instance area: 801 um2
[metrics] async set-reset flop share out of synthesis: 1.00
[metrics] launch point of the worst reg-to-reg path: ddr_instance.data_out[2]
[metrics] count of antenna-violating nets left after detailed routing: 0
[metrics] total negative slack: -0.00515 ns
[metrics] pin count of the biggest net entering global routing: 17
[metrics] post-detailed-placement cell area: ~0.0013 mm2
[metrics] clock sinks: 16
[metrics] number of global-route vias before repair: 717
[metrics] sequential power share: 0.448
[metrics] RD Place Congestion: 0.732
[metrics] Detailed Route WL: ~2300 um
[metrics] critical path's largest stage delay: around 0.46 ns
[metrics] Top Family by Delay on Critical Path: buffers and inverters
[metrics] total antenna diodes in the routed design: 0
[metrics] sequential share of the synthesized area: 0.500
[metrics] antenna violations before repair: 0
[metrics] required time of the critical path: ~1.3 ns
[metrics] hold buffers post-CTS: 0
[metrics] net switching share of the total power: 0.244
[metrics] crit-path cells: and2_1, clkdlybuf4s50_1
[metrics] share of the synthesized area in the top cell type: 0.500
[metrics] synth top area cells: sky130_fd_sc_hd__dfrtp_1 (50%), sky130_fd_sc_hd__mux2_2 (22%), sky130_fd_sc_hd__a31oi_1 (6.3%)
[metrics] #FFs+latches synth: 16
[metrics] post-synthesis instance total: approximately 69
[metrics] P_leak: approximately 0.62 nW
[metrics] prevailing post-synth register cell: sky130_fd_sc_hd__dfrtp_1
[metrics] number of enable-type register cells in the synthesized netlist: 0
[metrics] number of DRC markers in iteration 0: 21
[metrics] Internal Dissipation: 0.912 mW
[metrics] violated checks: negative setup slack
[metrics] TritonCTS clock tree: done
[metrics] top post-synthesis cells by count: sky130_fd_sc_hd__dfrtp_1 (16), sky130_fd_sc_hd__mux2_2 (16), sky130_fd_sc_hd__inv_1 (9)
[metrics] Max stage delay cell, worst path: sky130_fd_sc_hd__clkdlybuf4s50_1
[metrics] worst clock skew: 0 ns
[metrics] critical-path maximum fanout: 4
[metrics] floorplan utilization: 0.166
[metrics] number of vias in the routed layout: 681
[metrics] Root Buffer Master: sky130_fd_sc_hd__clkbuf_8
[metrics] clock edge transition at the registers on the reported setup and hold paths: ~0.060 ns
[metrics] layout overhead on the synthesized area: 68.1%
[metrics] clock latency on the worst-skew pair: 0.24 ns
[metrics] smallest setup slack after layout: -0.00515 ns
[metrics] combinational fraction of design power: 0.311
[metrics] gr usage total: 0.0541
[metrics] Syn. warnings: 3
[metrics] Setup-failing EPs final: 1
[metrics] cell type with the highest aggregate area in the netlist: sky130_fd_sc_hd__dfrtp_1
tightest hold or removal path, cell delays in order:
cell                              delay, ns
sky130_fd_sc_hd__clkdlybuf4s50_1       0.39
sky130_fd_sc_hd__inv_1                 0.05
sky130_fd_sc_hd__buf_4                 0.23
stage by stage:
stage | util | hold slack (ns) | total power, mW | setup slack, ns
3_5_place_dp | 0.264 | 0.512 | 0.946 | -0.428
4_1_cts | 0.272 | 0.387 | 1.22 | -0.236
5_1_grt | 0.279 | 0.405 | 1.30 | -0.0579
2_1_floorplan | - | 0.234 | 0.682 | 0.528
6_report | 0.279 | 0.379 | 1.21 | -0.00515
3_3_place_gp | 0.264 | 0.503 | 0.933 | -0.411
repair_timing:
| action | CTS | global route |
|---|---|---|
| pin swaps | 0 | 2 |
| setup buffers | 0 | 1 |
| resized | 10 | 9 |
| setup endpoints to repair | 8 | 7 |
| cloned | 0 | 0 |
worst max-delay path by stage:
| stage | endpoint | startpoint | depth (start not counted) |
|---|---|---|---|
| after CTS | data_out[2] | addr_sel_port | 5 |
| after global routing | pins_out[2] | ddr_instance.data_out[2] | 2 |
| final | pins_out[2] | ddr_instance.data_out[2] | 2 |
per-layer routing:
layer / share of wire / track usage / up-vias
li1: - / - / 333
met1: 0.46 / 0.0727 / 321
met2: 0.44 / 0.0811 / 23
met3: 0.087 / 0.0232 / 4
met4: 0.0083 / 0.00783 / 0
met5: 0 / 0 / -
area by class of cell:
| class | instances | area [um2] |
|---|---|---|
| Multi-Input combinational cell | 42 | 369 |
| Fill cell | 514 | 3470 |
| Timing Repair Buffer | 43 | 418 |
| Clock buffer | 3 | 41.3 |
| Sequential cell | 16 | 400 |
| Tap cell | 67 | 83.8 |
| Inverter | 9 | 33.8 |
flip-flops by register name (all words and copies together), names as in the netlist:
register and count:
ddr_instance.data_out 8, port_instance.data_out 8
power by group through the flow:
stage     registers [mW]  logic, mW  clock network (mW)
5_1_grt            0.554      0.422               0.325
6_report           0.541      0.375               0.290
4_1_cts            0.539      0.376               0.302
kinds of logic (layout without fill, tap and decap cells):
kind of cell           Yosys count  count (layout)  share of synthesized area
AND/OR/NAND/NOR                 10              10                      0.100
multiplexers                    16              16                      0.225
flip-flops                      16              16                      0.500
buffers and inverters           11              55                     0.0625
AND-OR/OR-AND                   16              16                      0.113
cells in the final DEF, fill, tap and decap left out, types with 2 or more instances in the layout:
cell type,instances
sky130_fd_sc_hd__a21oi_1,7
sky130_fd_sc_hd__a31oi_1,7
sky130_fd_sc_hd__and2_1,8
sky130_fd_sc_hd__buf_4,5
sky130_fd_sc_hd__buf_6,2
sky130_fd_sc_hd__clkbuf_8,3
sky130_fd_sc_hd__clkdlybuf4s50_1,24
sky130_fd_sc_hd__dfrtp_1,16
sky130_fd_sc_hd__dlygate4sd2_1,6
sky130_fd_sc_hd__dlymetal6s2s_1,4
sky130_fd_sc_hd__inv_1,9
sky130_fd_sc_hd__mux2_2,16
No activity file was given, so power comes from the tool's default toggle rates.
