### flow/constraint.sdc
current_design top

set clk_period 3.6
set clk_io_pct 0.2

create_clock -name clk0 -period $clk_period [get_ports {clk}]

set non_clock_inputs [all_inputs -no_clocks]
set_input_delay [expr $clk_period * $clk_io_pct] -clock clk0 $non_clock_inputs
set_output_delay [expr $clk_period * $clk_io_pct] -clock clk0 [all_outputs]
### flow/run.sh
#!/bin/bash
# OpenROAD 26Q1-2900-gdf79404cd8, Yosys 0.63+post, stock flow scripts
make -C /OpenROAD-flow-scripts/flow DESIGN_CONFIG=/design/flow/config.mk WORK_HOME=/design/flow/orfs finish
### flow/config.mk
export PLATFORM = sky130hd
export DESIGN_NAME = top
export DESIGN_NICKNAME = top
export VERILOG_FILES = /design/flow/design.v
export SDC_FILE = /design/flow/constraint.sdc
export NUM_CORES = 4
export LEC_CHECK = 1
export CORE_AREA = 10 10 105 105
export DIE_AREA = 0 0 115 115
### flow/design.v
module half_adder(input logic a, input logic b, output logic sum, output logic carry_out);
  assign sum = a ^ b; assign carry_out = a & b;
endmodule
module full_adder(input logic a, input logic b, input logic carry_in, output logic sum, output logic carry_out);
  logic p_sum, p_c1, p_c2;
  half_adder ha1 (.a(a), .b(b), .sum(p_sum), .carry_out(p_c1));
  half_adder ha2 (.a(p_sum), .b(carry_in), .sum(sum), .carry_out(p_c2));
  assign carry_out = p_c1 | p_c2;
endmodule
module alu_adder_8bit(input [7:0] a, input [7:0] b, input subtract, output [7:0] result, output carry_out);
  logic c0, c1, c2, c3, c4, c5, c6; logic [7:0] b_mod = b ^ {8{subtract}};
  full_adder fa0 (.a(a[0]),.b(b_mod[0]),.carry_in(subtract),.sum(result[0]),.carry_out(c0));
  full_adder fa1 (.a(a[1]),.b(b_mod[1]),.carry_in(c0),.sum(result[1]),.carry_out(c1));
  full_adder fa2 (.a(a[2]),.b(b_mod[2]),.carry_in(c1),.sum(result[2]),.carry_out(c2));
  full_adder fa3 (.a(a[3]),.b(b_mod[3]),.carry_in(c2),.sum(result[3]),.carry_out(c3));
  full_adder fa4 (.a(a[4]),.b(b_mod[4]),.carry_in(c3),.sum(result[4]),.carry_out(c4));
  full_adder fa5 (.a(a[5]),.b(b_mod[5]),.carry_in(c4),.sum(result[5]),.carry_out(c5));
  full_adder fa6 (.a(a[6]),.b(b_mod[6]),.carry_in(c5),.sum(result[6]),.carry_out(c6));
  full_adder fa7 (.a(a[7]),.b(b_mod[7]),.carry_in(c6),.sum(result[7]),.carry_out(carry_out));
endmodule
module alu_8bit(input [7:0] a, input [7:0] b, input [2:0] opcode, output [7:0] result, output flag_z, output flag_c);
  logic [7:0] add_res, and_res, or_res, eor_res; logic add_cout;
  alu_adder_8bit add_sub (.a(a),.b(b),.subtract(opcode==3'b001),.result(add_res),.carry_out(add_cout));
  assign and_res = a & b; assign or_res = a | b; assign eor_res = a ^ b;
  always_comb case (opcode)
    3'b000: result = add_res; 3'b001: result = add_res; 3'b010: result = and_res;
    3'b011: result = or_res;  3'b100: result = eor_res; default: result = 8'hXX;
  endcase
  assign flag_z = ~|result; assign flag_c = (opcode < 3'b010) ? add_cout : 1'b0;
endmodule
module register_8bit(input clk, input reset, input load_en, input [7:0] data_in, output logic [7:0] data_out);
  always_ff @(posedge clk or posedge reset) if (reset) data_out <= 8'h00; else if (load_en) data_out <= data_in;
endmodule
module register_16bit(input clk, input reset, input load_en, input [15:0] data_in, output logic [15:0] data_out);
  always_ff @(posedge clk or posedge reset) if (reset) data_out <= 16'h0000; else if (load_en) data_out <= data_in;
endmodule
module instruction_decoder(input [7:0] opcode, output logic [2:0] alu_opcode, output logic sel_a_from_x, output logic sel_b_from_y, output logic reg_a_load, output logic reg_x_load, output logic reg_y_load, output logic reg_a_output_en, output logic pc_inc, output logic pc_load, output logic sp_load);
  always_comb begin
    {alu_opcode,sel_a_from_x,sel_b_from_y,reg_a_load,reg_x_load,reg_y_load,reg_a_output_en,pc_inc,pc_load,sp_load} = 12'b000_0_0_0_0_0_0_1_0_0;
    case (opcode)
      8'hA9: {sel_b_from_y, reg_a_load} = 2'b01;
      8'h01: {reg_a_load} = 1'b1;
      8'h4C: {pc_inc, pc_load} = 2'b01;
      default: ;  
    endcase
  end
endmodule
module vaa8_cpu(input clk, input reset, input [7:0] data_bus_in, output [7:0] data_bus_out, output [15:0] address_bus_out, input [2:0] alu_opcode, input sel_a_from_x, input sel_b_from_y, input reg_a_load, input reg_x_load, input reg_y_load, input reg_a_output_en, input pc_load, input pc_inc, input sp_load, output [7:0] reg_a_out_debug, output [15:0] pc_out_debug);
  logic [7:0] bus_a, bus_b, bus_w, reg_x_out, reg_y_out;
  logic [15:0] sp_out, pc_in; logic flag_z, flag_c;
  register_8bit acc_a (.clk(clk),.reset(reset),.load_en(reg_a_load),.data_in(bus_w),.data_out(reg_a_out_debug));
  register_8bit idx_x (.clk(clk),.reset(reset),.load_en(reg_x_load),.data_in(bus_w),.data_out(reg_x_out));
  register_8bit idx_y (.clk(clk),.reset(reset),.load_en(reg_y_load),.data_in(bus_w),.data_out(reg_y_out));
  register_16bit prog_counter (.clk(clk),.reset(reset),.load_en(pc_load||pc_inc),.data_in(pc_load?{bus_a,bus_b}:pc_out_debug+1),.data_out(pc_out_debug));
  register_16bit stack_pointer(.clk(clk),.reset(reset),.load_en(sp_load),.data_in({reg_a_out_debug,reg_x_out}),.data_out(sp_out));
  assign address_bus_out = pc_out_debug;
  assign bus_a = (sel_a_from_x) ? reg_x_out : reg_a_out_debug;
  assign bus_b = (sel_b_from_y) ? reg_y_out : data_bus_in;
  alu_8bit the_alu (.a(bus_a),.b(bus_b),.opcode(alu_opcode),.result(bus_w),.flag_z(flag_z),.flag_c(flag_c));
  assign data_bus_out = (reg_a_output_en) ? reg_a_out_debug : 8'hzz;
endmodule
module program_rom (input [15:0] addr, output [7:0] data);
  logic [7:0] rom_data[0:255];
  initial begin
    rom_data[0] = 8'hA9;  
    rom_data[1] = 8'h00;  
    rom_data[2] = 8'h01;  
    rom_data[3] = 8'h01;  
    rom_data[4] = 8'h4C;  
    rom_data[5] = 8'h02;  
    rom_data[6] = 8'h00;  
  end
  assign data = rom_data[addr[7:0]];
endmodule
module top(input clk, input reset, output [7:0] accumulator_out, output [15:0] pc_out);
  wire [15:0] address_bus;
  wire [7:0] data_bus, unused_data_out;  
  wire [2:0] alu_opcode;
  wire sel_a_from_x, sel_b_from_y, reg_a_load, reg_x_load, reg_y_load;
  wire reg_a_output_en, pc_inc, pc_load, sp_load;
  reg [7:0] instruction_register;
  always_ff @(posedge clk or posedge reset) if (reset) instruction_register <= 8'h00; else instruction_register <= data_bus;
  program_rom rom (.addr(address_bus), .data(data_bus));
  instruction_decoder decoder (.opcode(instruction_register), .alu_opcode(alu_opcode), .sel_a_from_x(sel_a_from_x), .sel_b_from_y(sel_b_from_y), .reg_a_load(reg_a_load), .reg_x_load(reg_x_load), .reg_y_load(reg_y_load), .reg_a_output_en(reg_a_output_en), .pc_inc(pc_inc), .pc_load(pc_load), .sp_load(sp_load));
  vaa8_cpu cpu (.clk(clk), .reset(reset), .data_bus_in(data_bus), .data_bus_out(unused_data_out), .address_bus_out(address_bus), .alu_opcode(alu_opcode), .sel_a_from_x(sel_a_from_x), .sel_b_from_y(sel_b_from_y), .reg_a_load(reg_a_load), .reg_x_load(reg_x_load), .reg_y_load(reg_y_load), .reg_a_output_en(reg_a_output_en), .pc_load(pc_load), .pc_inc(pc_inc), .sp_load(sp_load), .reg_a_out_debug(accumulator_out), .pc_out_debug(pc_out));
endmodule
==> results.cfg <==
; generated from flow reports
[placed_design]
place_area_um2 = 1970
gp_congestion = 0.792
preCtsSetupSlack_ns = 0.288
hpwl_um = 2710
portBuffers = 25

[sta]
fmax_mhz = 299
worst_slew_pin_slew_ns = 0.825
fin_skew_ns = 0.00601
finalHoldViolations = 0
fin_ws_ns = 0.259
drv_slew = 0
min_period_ns = 3.34
period_used_pct = 92.8
grt_setup_unrepaired = false
setup-tns-final_ns = 0
relSlewSlack_pct = 45.0
setup_viol = 0

[global_routing]
grtUsageTotal_pct = 5.55
grt_pass1_wl_um = 5870
grt_overflow = 0
grt_start_max_net_pins = 30
grt_pass1_vias = 1112
antenna_found_initial = 0

[clock_network]
postCtsHoldBufs = 0
cts.htree.levels = 2
post_cts_buffers = 0
insertion_delay_ns = 0.28
clkTransAtPathRegs_ns = 0.06
cts_tree = built
cts.sinks = 29
cts_resized = 0
clockBufferDepth = 2
numCtsBuffers = 5
clockRootBuffer = clkbuf_8

[logic_synthesis]
ys_types = 29
simple_gate_share_pct = 18.2
ys_chip_area_um2 = 1640
yosys.area_share.aoi_pct = 6.35
yosys_warnings = 15
async_flop_share_pct = 100
yosysTopAreaCell = dfrtp_1
synthTopLogicFamily = simple AND/OR/NAND/NOR gates
syn_area_um2 = 1640
ys_ff = 29
edf_count = 0
synth_stat.cells = 148
yosysSeqAreaShare_pct = 44.3
syn_inst = 148
avgSynthCellArea_um2 = 11.1
synthMuxAreaShare_pct = 4.82
top_area_share_pct = 44.3
ys_sh_xor_pct = 8.56
ys_sh_adder_pct = 10.7
area_leaders = dfrtp_1 (44%), fa_1 (6.1%), xnor2_1 (5.9%)
ff_type = dfrtp_1

[cells_and_area]
fin_area_um2 = 2070
synthToLayoutAreaGrowth_pct = 26.6
drive_above_1_share_pct = 17.3
fillers = 937

[flow_run]
drv_cap = 0
warnings = 28

[floorplan]
fp.coreArea_um2 = 8760
fp_util_pct = 18.7
num_rows = 34
pin_count = 26
chipArea_um2 = 13200
die_w_um = 115
dieHeight_um = 115

[drt]
top_layer_used = met4
drc = 0
ant_nets = 0
routed_via_density = 3.91
vias = 1099
drt-total-wl_um = 3610
dr.pass1.iters = 4
wl_met1_um = 1600
drt-initial-drc-count = 50
met2_length_um = 1720
antenna_cells = 0
drt-wirelength-per-cell_um = 12.9
wl_met3_um = 247

[outcome]
status = completed

[setup_path]
r2r-start = cpu.prog_counter.data_out[1]
crit_path_start_kind = flip-flop
cp_cell_sequence = inv_1, ha_1, nor2_1, ha_1, fa_1, fa_1, inv_1, fa_1, inv_1, ha_1, fa_1, fa_1, xnor2_1, nor2_1, xor2_1
critPathMaxStageDelay_ns = 0.38
critPathRequiredTime_ns = 3.76
crit_top_cell = fa_1
end_kind = flip-flop
crit_slowest_cell = fa_1
cp-startpoint = cpu.prog_counter.data_out[1]
worstPathArrival_ns = 3.50
cp_max_fo = 3
critical-path-top-delay-family = adder cells
crit_type = reg -> reg
path_buffers = 3

[hold_path]
hp-start = cpu.prog_counter.data_out[2]
min_path_type = reg -> reg

[power]
p_leak_nw = 0.831
power_frac_seq_pct = 51.9
vdd_drop_max_uv = 101
combPwrFrac_pct = 1.3
swShare_pct = 20.4
switchingPower_mw = 0.128
p_clk_share_pct = 46.8
power_mw = 0.628
powerDensity_nw_per_um2 = 303
intPower_mw = 0.500
through the flow:
| step | utilization, % | std cells | hold WS, ns |
|---|---|---|---|
| 2_1_floorplan | - | 148 | 0.464 |
| 3_3_place_gp | 22.5 | 273 | 0.478 |
| 3_5_place_dp | 22.5 | 273 | 0.478 |
| 4_1_cts | 23.6 | 281 | 0.493 |
| 5_1_grt | 23.6 | 281 | 0.522 |
| 6_report | 23.6 | 281 | 0.492 |
power groups by stage:
stage,clock network [mW],registers (mW),logic (mW)
4_1_cts,0.305,0.326,0.00878
5_1_grt,0.316,0.326,0.00988
6_report,0.294,0.326,0.00809
layout by cell type, fill, tap and decap left out:
cell,synthesis,routed
nand3_4,1,1
clkdlybuf4s50_1,0,25
nand3_1,4,4
nor4_4,1,1
fa_1,5,5
o21ai_1,7,7
ha_1,6,6
mux2_2,7,7
nor2_1,7,7
clkbuf_8,0,7
o211ai_1,1,1
nor4b_2,1,1
nand2_1,16,16
nor3_1,4,4
nand4_4,1,1
xnor2_1,11,11
nor2b_1,1,1
inv_1,9,9
and4_1,1,1
dfrtp_1,29,29
and2_1,3,3
nor4_2,3,3
buf_4,9,4
a21oi_1,3,3
o21ai_2,3,3
xor2_1,5,5
clkinv_2,0,1
o21ai_0,2,2
nand4_1,4,4
a21bo_2,1,1
cells by family after synthesis:
logic type,count (synthesis)
adder cells (fa/ha/maj),11
AND/OR/NAND/NOR,47
multiplexers,7
AND-OR/OR-AND,17
XOR/XNOR,16
flip-flops,29
buffers and inverters,21
area by class of cell:
| cell class | instances | area (um^2) | share of cell area [%] |
|---|---|---|---|
| clock buffers | 7 | 96.3 | 4.65 |
| clock inverters | 1 | 5.00 | 0.242 |
| inverters | 9 | 33.8 | 1.63 |
| multi-input cells | 98 | 796 | 38.4 |
| flip-flops and latches | 29 | 726 | 35.0 |
| well taps | 108 | 135 | 6.52 |
| repair buffers | 29 | 280 | 13.5 |
flip-flops by register name, summed over array words and instances, names as in the netlist:
signal / count
instruction_register: 5
cpu.acc_a.data_out: 8
cpu.prog_counter.data_out: 16
cell usage after synthesis, drive strengths merged, types with 3 or more instances:
cell / n
nand2: 16
nand4: 5
nor2: 7
ha: 6
xor2: 5
nand3: 5
inv: 9
nor4: 4
and2: 3
buf: 11
fa: 5
nor3: 4
o21ai: 12
mux2: 7
xnor2: 11
a21oi: 3
dfrtp: 29
layer usage:
metal  GRT usage, %  up-vias
li1               -      538
met1           7.00      537
met2           8.75       20
met3           2.64        4
met4          0.743        0
met5              0        -
worst paths after layout:
path,cells after the start,slack (ns),endpoint
min in group asynchronous,3,0.82,cpu.acc_a.data_out[5]
worst max register to register,15,0.26,cpu.acc_a.data_out[7]
worst max-delay path,15,0.26,cpu.acc_a.data_out[7]
max in group asynchronous,3,2.51,instruction_register[3]
worst min-delay path,1,0.49,instruction_register[0]
worst min register to register,1,0.49,instruction_register[0]
Power figures rest on the tool's default switching activity, not on a simulated workload.
